File: design/flow/run.sh
#!/bin/bash
# OpenROAD 26Q1-2900-gdf79404cd8, Yosys 0.63+post, stock flow scripts
make -C /OpenROAD-flow-scripts/flow DESIGN_CONFIG=/design/flow/config.mk WORK_HOME=/design/flow/orfs finish
File: design/flow/config.mk
export PLATFORM = sky130hd
export DESIGN_NAME = Button
export DESIGN_NICKNAME = Button
export VERILOG_FILES = /design/flow/design.v
export SDC_FILE = /design/flow/constraint.sdc
export NUM_CORES = 4
export LEC_CHECK = 1
export CORE_AREA = 10 10 70 70
export DIE_AREA = 0 0 80 80
File: design/flow/constraint.sdc
current_design Button

set clk_period 3.8
set clk_io_pct 0.2

create_clock -name clk0 -period $clk_period [get_ports {clk_1k}]

set non_clock_inputs [all_inputs -no_clocks]
set_input_delay [expr $clk_period * $clk_io_pct] -clock clk0 $non_clock_inputs
set_output_delay [expr $clk_period * $clk_io_pct] -clock clk0 [all_outputs]
File: design/flow/design.v
module Button(btn_p,num_in,led,clk_1k,plus);
	input [7:0] btn_p;
	input clk_1k;
	output reg [3:0] num_in;
	output reg [7:0] led=8'b0000_0000;
	output reg plus=0;
	always@(posedge clk_1k) begin
		case(btn_p)
			8'b0000_0000:begin num_in<=num_in;led<=8'b0000_0000;plus<=0;end
			8'b0000_0001:begin num_in<=3'b000;led<=8'b0000_0001;plus<=1;end
			8'b0000_0010:begin num_in<=3'b001;led<=8'b0000_0010;plus<=1;end
			8'b0000_0100:begin num_in<=3'b010;led<=8'b0000_0100;plus<=1;end
			8'b0000_1000:begin num_in<=3'b011;led<=8'b0000_1000;plus<=1;end
			8'b0001_0000:begin num_in<=3'b100;led<=8'b0001_0000;plus<=1;end
			8'b0010_0000:begin num_in<=3'b101;led<=8'b0010_0000;plus<=1;end
			8'b0100_0000:begin num_in<=3'b110;led<=8'b0100_0000;plus<=1;end
			8'b1000_0000:begin num_in<=3'b111;led<=8'b1000_0000;plus<=1;end
			default:begin num_in<=num_in;led<=8'b0000_0000;plus<=0;end
	endcase
	end
endmodule
==> flow_metrics.tcl <==
# place-and-route summary
set metrics [dict create \
    status "finished, final reports clean" \
    post_route_cell_area_um2 808 \
    report.power.total_uw 242 \
    rsz_0062_raised_after_global_routing "false" \
    pwr_density_cell_nw_per_um2 299 \
    openroad.warnings 25 \
    syn2layout_area_growth_pct 43.9 \
    gp_routability_congestion 0.908 \
    upper_clock_frequency_limit_mhz 406 \
    vdd.ir_drop.worst_mv 0.0877 \
    fin_util 0.237 \
    most-common-layout-cells "20 x clkdlybuf4s50_1, 9 x dfxtp_1, 5 x nand2_1" \
    core_util_floorplan 0.164 \
    setup_viol 0 \
    dpl_cell_area_um2 782 \
    post_cts_resized 0 \
    finalCriticalPeriod_ns 2.46 \
    vias 452 \
    synth.yosys.num_cells 58 \
    buffer_ports.inserted 20 \
    layoutNonFillerInstCount 123 \
    setup_crit_path_kind "in2reg" \
    first_global_vias 468 \
    die_height_um 80 \
    fillers 388 \
    max-cap-violations 0 \
    tns_ns 0 \
    switching_power_uw 55.6 \
    layout.cells.most_common "clkdlybuf4s50_1" \
    ctsHoldBuffers 0 \
    antenna_found_initial 0 \
    drc_errors 0 \
    timing.final.max_slew_violations 0 \
    diodes 0 \
    worstHoldPathType "in2reg" \
    async_flop_share 0 \
    wirelength_um 1350 \
    holdCritStartpoint "btn_p[1]" \
    timing.critical_path.to_type "flop" \
    cts.root.buffer_cell "clkbuf_4" \
    cts_inserted_buffers 3 \
    grt_start_max_net_pins 11 \
    final_layout_size_suffix_gt1_frac 0.0649 \
    placed_cells_incl_taps 119 \
    worst_hold_path.num_cells 2 \
    routed_wire_length_per_instance_um 11.0 \
    power.share.switching 0.230 \
    clk_path_buf_depth 2 \
    synth_cell_types 23 \
    path_max_fanout 10 \
    startpoint_type "primary input" \
    intPower_uw 186 \
    fp.dieW_um 80 \
    cts_setup_buffers 0 \
    io-pin-count 22 \
    power.sequential.fraction 0.546 \
    worstPathRequired_ns 3.81 \
    worstPathArrival_ns 2.47 \
    clock_sink_count 12 \
    critical_path.startpoint "btn_p[7]" \
    seq_area_frac_synth 0.481 \
    design.die.area_um2 6400 \
    drt_iter0_markers 22 \
    pwr-share-clk 0.321 \
    finalCritPeriodShare 0.649 \
    grt_usage 0.0430 \
    timing_hold_violations_final 0 \
    cts_tree "done" \
    p_leak_nw 0.262 \
    detail-route-antenna-nets 0 \
    yosysChipArea_um2 562 \
    synth.cell_area_um2 562 \
    clk_transition_reported_paths_ns 0.07 \
    core_area_um2 3420 \
    mean_syn_cell_area_um2 9.69 \
    cts_max_level 1 \
    drt-pass1-iter-count 4 \
    number_of_enable_type_register_cells_in_the_synthesized_netlist 3 \
    viasPerCell 3.67 \
    power.share.combinational 0.133 \
    hold_path_end "led[0]" \
    yosys_warnings 1 \
    placementRows 21 \
    global_route.overflow_total 0 \
    dominantRegCellSynth "dfxtp_1" \
    syn_inst_count 58 \
    global_route_wire_length_before_repair_um 2190 \
    yosys_register_bits 12 \
]
==> power groups by stage <==
stage | sequential [mW] | clock [mW] | combinational, mW
6_report | 0.132 | 0.0775 | 0.0321
5_1_grt | 0.132 | 0.0857 | 0.0363
4_1_cts | 0.132 | 0.0821 | 0.0322
==> per-layer routing <==
metal / vias up / part of all wire / global-route usage
met2: 19 / 0.44 / 0.0674
met4: 0 / 0 / 0.00704
met3: 0 / 0.089 / 0.0170
met1: 194 / 0.47 / 0.0552
li1: 239 / - / -
met5: - / 0 / 0
==> through the flow <==
stage / hold slack [ns] / setup WS [ns]
final: 1.19 / 1.34
after floorplan: 0.837 / 1.73
after detailed placement: 1.44 / 1.06
after global placement: 1.44 / 1.11
after global routing: 1.22 / 1.25
after CTS: 1.17 / 1.34
==> sequential cells by signal (all words and copies together), names as in the netlist <==
name and flops:
led 8, num_in 3, plus 1
==> cell usage after synthesis (2+ instances only) <==
library cell,count,area [um^2]
nor4_1,4,25.0
xor2_1,2,17.5
xnor2_1,3,26.3
nor3_1,2,10.0
nand3b_1,2,15.0
buf_4,5,37.5
o21ai_0,4,20.0
edfxtp_1,3,90.1
dfxtp_1,9,180
nor3b_1,4,30.0
nand2_1,5,18.8
nor2_1,4,15.0
==> kinds of logic (layout without fill, tap and decap cells) <==
family          count (synthesis)  in the layout  synth area share
compound gates                  7              7            0.0735
xor+xnor                        5              5            0.0780
buf+inv                         6             25            0.0735
flops                          12             12             0.481
other cells                     1              1           0.00668
simple gates                   27             27             0.287
==> worst max-delay path: stages <==
cell             delay (ns)
clkdlybuf4s50_1        0.70
nor2_2                 0.11
and4_1                 0.23
a211o_1                0.23
or3_1                  0.44
==> worst max-delay path by stage <==
stage | to | cells past startpoint | slack [ns]
4_1_cts | num_in[1] | 5 | 1.34
5_1_grt | num_in[1] | 5 | 1.25
6_report | num_in[1] | 5 | 1.34
==> cell type report <==
| class | instances | area [um^2] | share of cell area |
|---|---|---|---|
| Clock buffer | 3 | 22.5 | 0.0279 |
| Clock inverter | 1 | 3.75 | 0.00464 |
| Inverter | 1 | 3.75 | 0.00464 |
| Multi-Input combinational cell | 40 | 250 | 0.310 |
| Sequential cell | 12 | 270 | 0.334 |
| Tap cell | 46 | 57.6 | 0.0712 |
| Timing Repair Buffer | 20 | 200 | 0.248 |
Power figures rest on the tool's default switching activity, not on a simulated workload.
